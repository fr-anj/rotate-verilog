--- config.mk ---
export PLATFORM = sky130hd
export DESIGN_NAME = output_mem
export DESIGN_NICKNAME = output_mem
export VERILOG_FILES = /design/flow/design.v
export SDC_FILE = /design/flow/constraint.sdc
export NUM_CORES = 4
export LEC_CHECK = 1
export CORE_UTILIZATION = 40
--- constraint.sdc ---
current_design output_mem

set clk_period 47.5
set clk_io_pct 0.2

create_clock -name clk0 -period $clk_period [get_ports {I_OMEM_HCLK}]

set non_clock_inputs [all_inputs -no_clocks]
set_input_delay [expr $clk_period * $clk_io_pct] -clock clk0 $non_clock_inputs
set_output_delay [expr $clk_period * $clk_io_pct] -clock clk0 [all_outputs]
--- design.v ---
`timescale 1ns/1ps
module output_mem (
    output reg [31:0] O_OMEM_WDATA,
    input [7:0] I_OMEM_PIXEL_B,
    input [7:0] I_OMEM_PIXEL_G,
    input [7:0] I_OMEM_PIXEL_R,
    input [7:0] I_OMEM_PIXEL_IN_ADDRB,
    input [7:0] I_OMEM_PIXEL_IN_ADDRG,
    input [7:0] I_OMEM_PIXEL_IN_ADDRR,
    input [7:0] I_OMEM_PIXEL_OUT_ADDR0,
    input [7:0] I_OMEM_PIXEL_OUT_ADDR1,
    input [7:0] I_OMEM_PIXEL_OUT_ADDR2,
    input [7:0] I_OMEM_PIXEL_OUT_ADDR3,
    input I_OMEM_WRITE,
    input I_OMEM_HRESET_N,
    input I_OMEM_HCLK
);
integer i;
reg [7:0] memory [191:0];
reg [7:0] output0;
reg [7:0] output1;
reg [7:0] output2;
reg [7:0] output3;
reg [23:0] buff;
always @(posedge I_OMEM_HCLK)
    if (!I_OMEM_HRESET_N)
	buff <= 24'h00_0000;
    else
	if (I_OMEM_WRITE)
	buff <= {I_OMEM_PIXEL_IN_ADDRR, I_OMEM_PIXEL_IN_ADDRG, I_OMEM_PIXEL_IN_ADDRB};
	else
	    buff <= buff;
always @(posedge I_OMEM_HCLK)
    if (!I_OMEM_HRESET_N)
        for (i = 0; i < 192; i = i + 1)
            memory[i] <= 8'h00;
    else 
        if (I_OMEM_WRITE)
            begin
                memory[buff[7:0]] <= I_OMEM_PIXEL_B;
                memory[buff[15:8]] <= I_OMEM_PIXEL_G;
                memory[buff[23:16]] <= I_OMEM_PIXEL_R;
            end
        else 
            begin
                memory[buff[7:0]] <= memory[I_OMEM_PIXEL_IN_ADDRB];
                memory[buff[15:8]] <= memory[I_OMEM_PIXEL_IN_ADDRG];
                memory[buff[23:16]] <= memory[I_OMEM_PIXEL_IN_ADDRR];
            end
always @(posedge I_OMEM_HCLK)
    if (!I_OMEM_HRESET_N)
	output0 <= 8'h00;
    else 
	if (I_OMEM_PIXEL_OUT_ADDR0 == I_OMEM_PIXEL_IN_ADDRB)
	    output0 <= memory[I_OMEM_PIXEL_IN_ADDRB];
	else if (I_OMEM_PIXEL_OUT_ADDR0 == I_OMEM_PIXEL_IN_ADDRG)
	    output0 <= memory[I_OMEM_PIXEL_IN_ADDRG];
	else if (I_OMEM_PIXEL_OUT_ADDR0 == I_OMEM_PIXEL_IN_ADDRR)
	    output0 <= memory[I_OMEM_PIXEL_IN_ADDRR];
	else 
	    output0 <= memory[I_OMEM_PIXEL_OUT_ADDR0];
always @(posedge I_OMEM_HCLK)
    if (!I_OMEM_HRESET_N)
	output1 <= 8'h00;
    else 
	if (I_OMEM_PIXEL_OUT_ADDR1 == I_OMEM_PIXEL_IN_ADDRB)
	    output1 <= memory[I_OMEM_PIXEL_IN_ADDRB];
	else if (I_OMEM_PIXEL_OUT_ADDR1 == I_OMEM_PIXEL_IN_ADDRG)
	    output1 <= memory[I_OMEM_PIXEL_IN_ADDRG];
	else if (I_OMEM_PIXEL_OUT_ADDR1 == I_OMEM_PIXEL_IN_ADDRR)
	    output1 <= memory[I_OMEM_PIXEL_IN_ADDRR];
	else 
	    output1 <= memory[I_OMEM_PIXEL_OUT_ADDR1];
always @(posedge I_OMEM_HCLK)
    if (!I_OMEM_HRESET_N)
	output2 <= 8'h00;
    else 
	if (I_OMEM_PIXEL_OUT_ADDR2 == I_OMEM_PIXEL_IN_ADDRB)
	    output2 <= memory[I_OMEM_PIXEL_IN_ADDRB];
	else if (I_OMEM_PIXEL_OUT_ADDR2 == I_OMEM_PIXEL_IN_ADDRG)
	    output2 <= memory[I_OMEM_PIXEL_IN_ADDRG];
	else if (I_OMEM_PIXEL_OUT_ADDR2 == I_OMEM_PIXEL_IN_ADDRR)
	    output2 <= memory[I_OMEM_PIXEL_IN_ADDRR];
	else 
	    output2 <= memory[I_OMEM_PIXEL_OUT_ADDR2];
always @(posedge I_OMEM_HCLK)
    if (!I_OMEM_HRESET_N)
	output3 <= 8'h00;
    else 
	if (I_OMEM_PIXEL_OUT_ADDR3 == I_OMEM_PIXEL_IN_ADDRB)
	    output3 <= memory[I_OMEM_PIXEL_IN_ADDRB];
	else if (I_OMEM_PIXEL_OUT_ADDR3 == I_OMEM_PIXEL_IN_ADDRG)
	    output3 <= memory[I_OMEM_PIXEL_IN_ADDRG];
	else if (I_OMEM_PIXEL_OUT_ADDR3 == I_OMEM_PIXEL_IN_ADDRR)
	    output3 <= memory[I_OMEM_PIXEL_IN_ADDRR];
	else 
	    output3 <= memory[I_OMEM_PIXEL_OUT_ADDR3];
always @(*)
    O_OMEM_WDATA <= {output3,output2,output1,output0};
endmodule
--- run.sh ---
#!/bin/bash
# OpenROAD 26Q1-2900-gdf79404cd8, Yosys 0.63+post, stock flow scripts
make -C /OpenROAD-flow-scripts/flow DESIGN_CONFIG=/design/flow/config.mk WORK_HOME=/design/flow/orfs finish
==> CHANGELOG.md <==
### Implementation results

- Status: did not finish
- Stop stage: global routing (5_1_grt)
- Tool Error: [ERROR GRT-0116] Global routing finished with congestion. Check the congestion regions in the DRC Viewer.
- Most used DFF post-synth: edfxtp_1
- Clock root buffer: clkbuf_16
- Initial Util: 40.14%
- Largest net degree at the start of global routing: 68
- Die X: 749.5 um
- YS chip area: 223500 um2
- Post-synth EDFFs: 2048
- Syn Inst Count: 18810
- Ys cells: 18810
- Gpl congestion: 1.299
- Number of synthesized register bits: 2104
- Clk sinks: 2104
- IO buf count: 114
- Synth warn: 1
- # IOs: 115
- Die Y: 749.5 um
- HPWL Detailed: 1502000 um
- Worst-case clock buffer depth: 4
- H-tree Lvls: 5
- Post-Syn Area: 223500 um2
- Synthesized area per cell: 11.88 um2
- Post-synth ARST share: 0%
- Synth unique cells: 101
- Core Rows: 274
- Sequential area share after synthesis: 28.02%
- # resized after CTS: 0
- Post-CTS Setup Bufs: 0
- Total CTS buffers: 276
- Post-CTS Hold Buffers: 0
==> stage by stage <==
stage / setup slack [ps] / total power, uW / area (um2) / utilization, % / instances
floorplan: 34710 / 3235 / 223500 / - / 18810
detailed placement: 29310 / 4416 / 237200 / 42.61 / 25830
CTS: 30360 / 6604 / 246300 / 44.24 / 26320
global placement: 29290 / 4420 / 237200 / 42.61 / 25830
==> cells by family after synthesis <==
kind of cell	share of synthesized area, %
xor gates and xnor gates	0.3762
and+or+nand+nor	9.029
AOI/OAI and AO/OA	15.55
DFF	28.02
buffers and inverters	5.221
muxes	41.80
==> synth_stat cells (96+ instances only) <==
cell type	n	area share (%)
nand2_1	2291	3.8
o21ai_0	1313	2.9
o221ai_1	965	3.8
o211ai_1	292	0.98
and2_1	99	0.28
nand3_1	265	0.59
buf_4	207	0.70
or3_1	167	0.47
clkbuf_1	1009	1.7
mux2_2	103	0.52
a21oi_1	303	0.68
buf_6	147	0.74
buf_1	181	0.30
o21ai_1	130	0.29
a22oi_1	879	3.0
o22ai_1	409	1.1
mux2i_1	745	3.3
edfxtp_1	2048	28
mux4_2	3763	38
nor2_1	1094	1.8
nor2b_1	120	0.34
a31oi_1	96	0.27
buf_2	705	1.6
nor3_1	267	0.60
No activity file was given, so power comes from the tool's default toggle rates.
